## flow/config.mk

```make
export PLATFORM = sky130hd
export DESIGN_NAME = i2c_master
export DESIGN_NICKNAME = i2c_master
export VERILOG_FILES = /design/flow/design.v
export SDC_FILE = /design/flow/constraint.sdc
export NUM_CORES = 4
export LEC_CHECK = 1
export CORE_UTILIZATION = 50
```

## flow/run.sh

```bash
#!/bin/bash
# OpenROAD 26Q1-2900-gdf79404cd8, Yosys 0.63+post, stock flow scripts
make -C /OpenROAD-flow-scripts/flow DESIGN_CONFIG=/design/flow/config.mk WORK_HOME=/design/flow/orfs finish
```

## flow/constraint.sdc

```tcl
current_design i2c_master

set clk_period 4.9
set clk_io_pct 0.2

create_clock -name clk0 -period $clk_period [get_ports {clk}]

set non_clock_inputs [all_inputs -no_clocks]
set_input_delay [expr $clk_period * $clk_io_pct] -clock clk0 $non_clock_inputs
set_output_delay [expr $clk_period * $clk_io_pct] -clock clk0 [all_outputs]
```

## flow/design.v

```verilog
`timescale 1ns / 1ps
module i2c_master(
    input en,
    input [7:0] din,
    output reg [7:0] dout,
    output reg valid,
    input clk,
    output reg busy,
    output reg ack,
    input stop,
    inout sda,
    inout scl
    );
reg [3:0] state;
localparam idle=0;
localparam start1=1;
localparam start2=2;
localparam data1=3;
localparam data2=4;
localparam send_data=5;
localparam get_data1=6;
localparam get_data2=7;
localparam get_data3=8;
localparam stop_state1=9;
localparam stop_state2=10;
reg ssda,sscl,sda_dir,scl_dir;
reg [8:0] cnt_10us;
reg [7:0] buff;
reg [2:0] i;
reg master_type;
reg f1,f2,f3;
reg [2:0] temp;
reg stop_flag;
always @ (posedge clk) begin
	valid<=0;
	case (state)
		idle:begin
			sda_dir<=0;
			scl_dir<=0;
			busy<=0;
			if(en==1)begin
				state<=start1;
				cnt_10us<=0;
				busy<=1;
			end
		end
		start1:begin
			sda_dir<=1;
			ssda<=0;
			cnt_10us<=cnt_10us+1;
			if(cnt_10us==499)begin
				cnt_10us<=0;
				scl_dir<=1;
				sscl<=0;
				state<=start2;
			end
		end
		start2:begin
			if(cnt_10us<499)begin
				cnt_10us<=cnt_10us+1;
			end
			else begin
				busy<=0;
				if(en==1)begin
					cnt_10us<=0;
					state<=data1;
					buff<=din;
					busy<=1;
					if(din[0]==1)master_type=1; 
					else master_type=0; 
				end
			end
		end
		data1:begin
			ssda<=buff[7];
			cnt_10us<=cnt_10us+1;
			if(cnt_10us>173 && cnt_10us<325)
				sscl<=1;
			else
				sscl<=0;
			if(cnt_10us==499)begin
				cnt_10us<=0;
				i<=i+1;
				if(i==7)begin
					i<=0;
					state<=data2;
				end
				buff<={buff[6:0],1'b0};
			end
		end
		data2:begin
			sda_dir<=0;
			cnt_10us<=cnt_10us+1;
			if(cnt_10us>173 && cnt_10us<325)
				sscl<=1;
			else
				sscl<=0;
			if(cnt_10us==249)f1<=sda;
			if(cnt_10us==250)f2<=sda;
			if(cnt_10us==251)f3<=sda;
			if(cnt_10us==499)begin
				cnt_10us<=0;
				if((f1+f2+f3)<2)ack<=0;
				else ack<=1;
				if(master_type==0)state<=send_data;
				else state<=get_data1;
				i<=0;
				busy<=0;
			end
		end
		send_data:begin
			busy<=0;
			if(en==1)begin
				cnt_10us<=0;
				state<=data1;
				buff<=din;
				busy<=1;
			end
			if(stop==1)begin
				state<=stop_state1;
			end
		end
		get_data1:begin
			if(en==1)begin
				busy<=1;
				state<=get_data2;
				stop_flag<=0;
			end
			if(stop==1)begin
				busy<=1;
				state<=get_data2;
				stop_flag<=1;
			end
		end
		get_data2:begin
			sda_dir<=0;
			cnt_10us<=cnt_10us+1;
			if(cnt_10us>173 && cnt_10us<325)
				sscl<=1;
			else
				sscl<=0;
			if(cnt_10us==249)f1<=sda;
			if(cnt_10us==250)f2<=sda;
			if(cnt_10us==251)f3<=sda;
			if(cnt_10us==498)
				temp<=f1+f2+f3;
			if(cnt_10us==499)begin
				cnt_10us<=0;
				if(temp<2)buff<={buff[6:0],1'b0};
				else buff<={buff[6:0],1'b1};
				i<=i+1;
				if(i==7)begin
					i<=0;
					state<=get_data3;
				end
			end
		end
		get_data3:begin
			sda_dir<=1;
			if(stop_flag) ssda<=1;
			else  ssda<=0;
			cnt_10us<=cnt_10us+1;
			if(cnt_10us>173 && cnt_10us<325)
				sscl<=1;
			else
				sscl<=0;
			if(cnt_10us==499)begin
				valid<=1;
				dout<=buff;
				cnt_10us<=0;
				if(stop_flag)state<=stop_state1;
				else state<=get_data1;
			end
		end
		stop_state1:begin
			scl_dir<=0;
			cnt_10us<=cnt_10us+1;
			if(cnt_10us==499)begin
				cnt_10us<=0;
				state<=stop_state2;
			end
		end
		stop_state2:begin
			sda_dir<=0;
			cnt_10us<=cnt_10us+1;
			if(cnt_10us==499)begin
				cnt_10us<=0;
				state<=idle;
			end
		end
	endcase
end
assign sda=(sda_dir==1)?(ssda):1'bZ;
assign scl=(scl_dir==1)?(sscl):1'bZ;
endmodule
```

==> changes_impl.md <==
### Implementation results

* Yosys top cell by area: edfxtp_1
* LEAKAGE at between 1 and 1.5 nW
* Hold buffer count at cts at 0
* Clock tree sinks at ~50
* Post-Syn Area at 2490 sq um
* Layout area overhead at 13.2%
* Worst-path clk slew at approximately 0.09 ns
* Fillers at about 400
* Core box area at 4750 sq um
* Final clock skew at around 0.0054 ns
* Largest net degree at the start of global routing at 17
* Post-CTS Setup Inserts at 0
* TritonRoute pass-1 iters at 6
* Initial antenna violation count at 0
* Clock share of power at approximately a quarter
* CP endpoint kind: flip-flop
* TNS Setup at 0 ns
* Layout cells sized above 1 at a little under a tenth
* Tool Warnings at 34
* P_int at 0.759 mW
* Comb pwr share at about 18%
* Detail Placement HPWL at roughly 3.6 mm
* Relative slew slack at a little over two fifths
* Routed Wire Length at 4.96 mm
* DRT iter0 DRCs at between 90 and 100
* CP max FO at 10
* Hold WC Path Type: flip-flop to flip-flop
* Placed Instance Area at about 2700 sq um
* FFs w/ async S/R, synth at 0%
* Post-Syn Instances at between 200 and 250
* Max Clk Rate at 0.359 GHz
* Root buf cell: clkbuf_8
* Chip height at between 70 and 80 microns
* Design Power at ~1.1 mW
* Ant. Diodes at 0
* Top cell area share at about 47%
* Clock buffer depth at 2
* Hold Path Stages at 0
* Startpoint class of the critical path: input port
* DIE AREA at around 5300 sq um
* Hold Slack at 0.454 ns
* CTS Buf Count at 5
* RSZ-0062 raised after global routing: false
* Chip Area, Yosys at about 2500 sq um
* Top cells, area: edfxtp_1 47%, dfxtp_1 8.8%, mux2_2 3.6%, a21oi_1 3.0%, ha_1 3.0%
* Worst-margin pin slew at about 0.84 ns
* Crit path DAT at ~2.8 ns
* Finished layout cell area at about 2800 sq um
* Synth Flop Type: edfxtp_1
* Pwr/cell area at 388 nW/um^2
* Switch share at between 30% and 40%
* Port bufs at 21
* Vias at about 1800
* Final setup vio count at 0
* Width of the die at just over 70 microns
* GRT Total Usage at between 20 and 25%
* Peak supply drop at ~0.26 mV
* Fp util at roughly 52%
* CTS tree: yes
* Warnings from Yosys at 3
* Switch Pwr at ~0.33 mW
* Drt wl/cell at between 15 and 20 microns
* Post-detailed-route count of antenna-violating nets at 0
* Final Hold Vio Count at 0
* EDFF count, synth at 39
* Gr ovfl total at 0
* R2r worst-path depth at 4
* Post-Syn Area per Cell at around 11 sq um
* # Cells Yosys at roughly 220
* H-tree depth at 2
* Data required time at the worst endpoint at slightly below 5 ns
* Seq pwr share at a little under three fifths
* First-pass GRT wire length at 8.22 mm
* Unique cell types at approximately 50
* Register area at ~1400 sq um
* Status: finished clean
* Setup CP Type: input port to flip-flop
* Via/cell ratio at around 5.8
* Late-Pin Clk Latency at 0.30 ns
* Comb gate area at between 900 and 1000 sq um
* Sequential fraction of the synthesis area at between 50% and 60%
* Max cap viols at 0
* # rows at 25
* Post-route clock period utilization at between 50% and 60%
* DRC at 0
* Placed Cells at 299
* GPL Wtd Cong at 0.896
* IO Count at 24
* Max-slew violations at 0
* Synth flops at approximately 50
* Vias in the first global route at roughly 1700
* Finished Layout Cells at just over 300
* Final min period at between 2 and 3 ns
* Post-cts sizing count at 0
==> power groups by stage <==
| stage | registers (mW) | clock network, mW | logic (mW) |
|---|---|---|---|
| 6_report | 0.614 | 0.285 | 0.194 |
| 5_1_grt | 0.628 | 0.308 | 0.225 |
| 4_1_cts | 0.611 | 0.296 | 0.193 |
==> stage by stage <==
| step | worst slack [ns] | util (%) |
|---|---|---|
| 2_1_floorplan | 2.60 | - |
| 3_3_place_gp | 1.84 | 57.0 |
| 3_5_place_dp | 1.82 | 57.0 |
| 4_1_cts | 2.13 | 59.3 |
| 5_1_grt | 2.00 | 59.3 |
| 6_report | 2.12 | 59.3 |
==> cells in the final DEF (no fill, tap or decap), types with 3 or more instances in the layout <==
master	synthesis	routed
edfxtp_1	39	39
clkdlybuf4s50_1	0	21
nand2_1	19	19
a21oi_1	15	15
inv_1	13	13
nor2_1	13	13
o21ai_0	12	12
dfxtp_1	11	11
and2_1	8	8
nand3_1	8	8
mux2_2	8	8
nor3_1	7	7
ha_1	6	6
clkbuf_8	0	5
a22o_1	4	4
nand4_1	3	3
a21o_1	3	3
o211ai_1	3	3
nor2b_1	3	3
a22oi_1	3	3
==> Yosys cell counts, types with 4 or more instances <==
master	n
mux2_2	8
o21ai_0	12
nor2_1	13
nand3_1	8
ha_1	6
nor3_1	7
a21oi_1	15
a22o_1	4
inv_1	13
nand2_1	19
and2_1	8
buf_6	4
edfxtp_1	39
dfxtp_1	11
==> cell type report <==
cell class	instances	area share [%]
Tap cell	67	2.97
Inverter	13	1.73
Multi-Input combinational cell	147	34.3
Timing Repair Buffer	22	7.72
Clock inverter	2	1.37
Sequential cell	50	49.3
Clock buffer	6	2.57
==> state kept, by name, summed over array words and instances (netlist names), named ones only <==
signal	flops
sda	1
cnt_10us	9
buff	8
f2	1
scl	1
f1	1
busy	1
temp	1
i	3
stop_flag	1
f3	1
dout	8
master_type	1
ack	1
state	10
valid	1
==> worst paths after layout <==
kind | startpoint | end | slack [ns]
max | en | cnt_10us[8] | 2.12
min reg2reg | buff[5] | dout[5] | 0.45
min | buff[5] | dout[5] | 0.45
max reg2reg | cnt_10us[1] | buff[6] | 2.39
==> worst max-delay path, cell delays in order <==
cell and delay, ns:
clkdlybuf4s50_1 0.72, inv_1 0.18, nor4_2 0.47, o22ai_4 0.18, a41oi_1 0.25, a31oi_1 0.05
==> routing by layer <==
metal	global-route usage, %	share of wire (%)	vias to the layer above
met5	0	0	-
met4	2.83	1.0	0
met3	7.00	9.5	5
met2	29.4	42	78
met1	37.9	48	843
li1	-	-	864
==> cells by family after synthesis <==
family / after synthesis / share of synthesized area (%)
flops: 50 / 55.8
mux: 8 / 3.61
compound gates: 58 / 15.8
buf+inv: 25 / 5.32
fa+ha+maj: 6 / 3.01
simple gates: 75 / 16.5
No activity file was given, so power comes from the tool's default toggle rates.

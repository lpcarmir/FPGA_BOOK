==> /design/flow/design.v <==
`timescale 1ns / 1ps
module fa(
    input ai,
    input bi,
    input ci,
    output so,
    output co
    );
wire s1,s2,s3;
ha u1
(
	.a(ai),
	.b(bi),
	.c(s2),
	.s(s1)
);
ha u2
(
	.a(s1),
	.b(ci),
	.c(s3),
	.s(so)
);
assign co=s2 | s3;
endmodule
`timescale 1ns / 1ps
module ha(
    input a,
    input b,
    output s,
    output c
    );
assign s=a^b;
assign c=a&b;
endmodule
`timescale 1ns / 1ps
module fa_4bit(
    input [3:0] a,
    input [3:0] b,
    input ci,
    output [3:0] so,
    output co
    );
wire s1,s2,s3;
fa u1
(
    .ai(a[0]),
    .bi(b[0]),
    .ci(ci),
    .so(so[0]),
    .co(s1)
);
fa u2
(
    .ai(a[1]),
    .bi(b[1]),
    .ci(s1),
    .so(so[1]),
    .co(s2)
);
fa u3
(
    .ai(a[2]),
    .bi(b[2]),
    .ci(s2),
    .so(so[2]),
    .co(s3)
);
fa u4
(
    .ai(a[3]),
    .bi(b[3]),
    .ci(s3),
    .so(so[3]),
    .co(co)
);
endmodule
`timescale 1ns / 1ps
module fa_8bit(
    input [7:0] a,
    input [7:0] b,
    input c,
    output [7:0] s,
    output co
    );
wire s1;
fa_4bit u1(
    .a(a[3:0]),
    .b(b[3:0]),
    .ci(c),
    .so(s[3:0]),
    .co(s1)
    );
fa_4bit u2(
    .a(a[7:4]),
    .b(b[7:4]),
    .ci(s1),
    .so(s[7:4]),
    .co(co)
    );
endmodule
`timescale 1ns / 1ps
module fa_cnt(
    input clk,
    output led
    );
fa_8bit u1(
    .a(s2),
    .b(1),
    .c(0),
    .s(s1),
    .co()
    );
initial begin
	s2=8'h00;
	s3=1'b0;
end
wire [7:0] s1;
reg [7:0] s2;
reg s3;
always @ (posedge clk)begin
	s2<=s1;
	if(s2==99)begin
		s2<=0;
		s3<=~s3;
	end
end
assign led=s3;
endmodule
==> /design/flow/run.sh <==
#!/bin/bash
# OpenROAD 26Q1-2900-gdf79404cd8, Yosys 0.63+post, stock flow scripts
make -C /OpenROAD-flow-scripts/flow DESIGN_CONFIG=/design/flow/config.mk WORK_HOME=/design/flow/orfs finish
==> /design/flow/config.mk <==
export PLATFORM = sky130hd
export DESIGN_NAME = fa_cnt
export DESIGN_NICKNAME = fa_cnt
export VERILOG_FILES = /design/flow/design.v
export SDC_FILE = /design/flow/constraint.sdc
export NUM_CORES = 4
export LEC_CHECK = 1
export CORE_AREA = 10 10 70 70
export DIE_AREA = 0 0 80 80
==> /design/flow/constraint.sdc <==
current_design fa_cnt

set clk_period 3.0
set clk_io_pct 0.2

create_clock -name clk0 -period $clk_period [get_ports {clk}]

set non_clock_inputs [all_inputs -no_clocks]
set_input_delay [expr $clk_period * $clk_io_pct] -clock clk0 $non_clock_inputs
set_output_delay [expr $clk_period * $clk_io_pct] -clock clk0 [all_outputs]
==> results.txt <==
Quick summary of the implementation run below.

The floorplan core density is 11.0%. The largest buffer count on any clock path came out at 2. The area growth from synthesis to layout is 25.0%.

The shortest clock period the worst path allows after layout came out at 1.81 ns. The combinational gate area came out at about 170 sq um. The count of endpoints failing setup in the final report came out at 0. The sequential cell area in the final layout came out at 190 sq um. The overall die width came out at 80 um. The number of buffers added to fix hold violations after cts is 0. The average cell area after synthesis is 12.9 sq um.

The number of global-route vias before repair came out at between 150 and 200. The number of placement rows came out at 21. The number of warnings in the stage logs is 25. The number of sinks handled by clock tree synthesis came out at 9.

The setup slack of the most critical reg-to-reg path is 1.19 ns. The area share of the largest cell type after synthesis is 42.7%. The insertion delay to the later sink of the worst-skew pair is 0.25 ns. The worst setup skew after layout is 0.000255 ns. The worst setup path is captured at a flop.

Measured along the y axis, the die boundary spans ~80 um. The root buffer cell chosen for the clock tree is sky130_fd_sc_hd__clkbuf_4. Counting pins that exceed their max-slew limit in the final report gives 0. The share of synthesized area occupied by flip-flops and latches came out at between 50% and 60%. The post-layout period usage of the worst path is approximately three fifths.

The number of different library cells used by synthesis comes to 12. Setup repair after global routing left no endpoint under its margin. For this run the aggregate overflow at the end of global routing stands at 0. Per the timing report, the most critical flop-to-flop path finishes at s2[7]. The count of max-cap constraint violations came out at 0.

The post-CTS repair timing setup buffer count came out at 0. The CTS tree is done. The cell count in the Yosys report is 29.

The launch point of the worst path is s2[0]. For this run, the number of Yosys warnings is 3. Of the cells placed in the final design, the portion with a size suffix greater than 1 is 14.7%. The wire length of the first global-routing pass is 724 um. The antenna diode instance count came out at 0. The clock-pin transition on the worst setup and hold timing paths came out at 0.06 ns. The critical path arrival is 1.94 ns. The largest driver fanout on the critical path came out at 2. The number of primary I/O pins came out at 2. The global placement routability congestion is 0.668. The number of buffer cells added on primary ports came out at 1. The required time at the endpoint of the critical path is between 3 and 4 ns.

Per the post-route antenna check, the number of violating nets is 0. The most critical min-delay path falls under reg -> reg. The count of vias placed by the detailed router came out at just over 200. For this block, the initial DRC count from the detailed router was 17. The final hold violation count is 0. The overall routed net length is 456 um. The run finished with clean final reports. The number of antenna violations at the first check in global routing is 0. For this run, the total global-route usage over all layers was measured as 1.44%. The most critical setup path has its endpoint at s2[7].

The pin closest to its max-slew limit shows a slew of 0.340 ns. Across all checked pins, the minimum headroom to the slew limit is between 70% and 80%. The post-synthesis sequential element count is 9. The chip footprint is approximately 0.0064 sq mm. After synthesis, the chip area reported by Yosys is 375 sq um.

Per the cell usage report, the commonest logic cells after layout are 8 x sky130_fd_sc_hd__dfxtp_1, 6 x sky130_fd_sc_hd__ha_1, 4 x sky130_fd_sc_hd__a21boi_0. The CTS buffer count came out at 3. The post-layout worst setup margin is roughly 1.2 ns. TritonRoute reported its final design rule violation total as 0. The core box area came out at 0.00342 sq mm. The launch point of the worst reg-to-reg path is s2[0]. The power density normalized to cell area is roughly 450 mW/mm^2. The achievable frequency came out at 0.552 GHz. Per the cell usage report, the commonest logic cell in the layout is sky130_fd_sc_hd__dfxtp_1.

The peak supply drop came out at 130 uV. The worst reg-to-reg path cell count is 8. The number of fill cells in the layout is 391. The maximum number of pins on one net before global-route repair is 10.

Sorting the synthesized cells by area gives the leading types as sky130_fd_sc_hd__dfxtp_1 43%, sky130_fd_sc_hd__ha_1 20%, sky130_fd_sc_hd__a21boi_0 8.0%. The category of the most critical setup path is reg -> reg. The synthesized instance count is 29. The leakage power in the latest report is 0.193 nW.

The aggregate negative setup slack is 0 ns. The detailed-route wire length per cell came out at 5.70 um. The number of levels the H-tree was split into came out at 1.

The summed instance area of the synthesized netlist came out at 375 sq um. The worst setup slack before clock tree synthesis came out at roughly 1.2 ns. The post-detailed-route via-to-cell ratio came out at between 2 and 3. The length of the first detailed-routing pass in iterations came out at 2. The worst setup path is launched from a flop. The top cell type by total area after synthesis is sky130_fd_sc_hd__dfxtp_1.

The number of gates resized after CTS is 0.
cell usage after synthesis, drive strengths merged:
master / n
nor4bb: 1
xnor2: 1
ha: 6
and2: 1
a21oi: 2
inv: 1
buf: 1
a21boi: 6
dfxtp: 8
edfxtp: 1
nor3b: 1
report_power, final:
group | switching (mW) | internal [mW] | total [mW]
Sequential | 0 | 0.121 | 0.121
Clock | 0.0380 | 0.0510 | 0.0890
Combinational | 0 | 0 | 0.000000102
Total | 0.0380 | 0.172 | 0.210
worst min-delay path by stage:
stage,start,to,cells after the start
after CTS,s2[0],s2[0],1
after global routing,s2[0],s2[0],1
final,s2[0],s2[0],1
area by class of cell:
cell class / instances / share of cell area [%]
well taps: 46 / 12.3
inverters: 1 / 0.800
flip-flops and latches: 9 / 40.5
repair buffers: 2 / 3.73
multi-input cells: 18 / 37.1
clock buffers: 4 / 5.60
metrics by stage:
stage	std cells	power (mW)	hold WS (ns)	cell area (sq um)	utilization, %
final	80	0.210	0.422	469	13.7
after global routing	80	0.223	0.453	469	13.7
after CTS	80	0.216	0.428	469	13.7
after detailed placement	76	0.124	0.418	443	13.0
after global placement	76	0.124	0.402	443	13.0
after floorplan	29	0.124	0.395	375	-
critical path, cell delays in order (launching register included):
cell and delay [ns]:
sky130_fd_sc_hd__dfxtp_1 0.31, sky130_fd_sc_hd__ha_1 0.21, sky130_fd_sc_hd__ha_1 0.20, sky130_fd_sc_hd__ha_1 0.19
sky130_fd_sc_hd__ha_1 0.18, sky130_fd_sc_hd__ha_1 0.18, sky130_fd_sc_hd__ha_1 0.19, sky130_fd_sc_hd__xnor2_1 0.17
sky130_fd_sc_hd__a21oi_1 0.05
metal layers:
| metal | GRT usage (%) | share of wire [%] | up-vias |
|---|---|---|---|
| li1 | - | - | 112 |
| met1 | 1.82 | 50 | 84 |
| met2 | 1.77 | 39 | 5 |
| met3 | 1.14 | 6.4 | 2 |
| met4 | 0.528 | 4.2 | 0 |
| met5 | 0 | 0 | - |
registers in the layout (all words and copies together) (netlist names):
register and cells:
s2 8, s3 1
cells by family after synthesis:
group / after synthesis / synth area share [%]
flops: 9 / 50.7
xor+xnor: 1 / 2.33
fa+ha+maj: 6 / 20.0
buf+inv: 2 / 3.00
compound gates: 8 / 14.7
simple gates: 3 / 9.34
Power figures rest on the tool's default switching activity, not on a simulated workload.

--- /design/flow/config.mk ---
export PLATFORM = sky130hd
export DESIGN_NAME = spi_master
export DESIGN_NICKNAME = spi_master
export VERILOG_FILES = /design/flow/design.v
export SDC_FILE = /design/flow/constraint.sdc
export NUM_CORES = 4
export LEC_CHECK = 1
export CORE_UTILIZATION = 40
--- /design/flow/constraint.sdc ---
current_design spi_master

set clk_period 5.0
set clk_io_pct 0.2

create_clock -name clk0 -period $clk_period [get_ports {clk}]

set non_clock_inputs [all_inputs -no_clocks]
set_input_delay [expr $clk_period * $clk_io_pct] -clock clk0 $non_clock_inputs
set_output_delay [expr $clk_period * $clk_io_pct] -clock clk0 [all_outputs]
--- /design/flow/design.v ---
`timescale 1ns / 1ps
module spi_master(
    input 				clk,
    input 				MISO,
    output 				MOSI,
    output reg			SCK,
    output reg			SS,
    input 		[7:0] din,
    input 				en,
    output reg			busy,
    output reg	[7:0] dout,
    output reg			valid
    );
localparam idle=3'h0;
localparam start=3'h1;
localparam data1=3'h2;
localparam data2=3'h3;
localparam end_state=3'h4;
reg [2:0] state;
reg [2:0] i;
reg [5:0] cnt_1us;
reg [7:0] buf_in;
reg [7:0] buf_out;
initial begin
	state=0;
end
always @ (posedge clk) begin
	valid<=0;
	case (state)
		idle:begin
			SS<=1;
			SCK<=0;
			busy<=0;
			if(en==1)begin
				state<=1;
				buf_in<=din;
				cnt_1us<=0;
				busy<=1;
			end
		end
		start:begin
			SS<=0;
			SCK<=0;
			cnt_1us<=cnt_1us+1;
			if(cnt_1us==49)begin
				cnt_1us<=0;
				i<=0;
				state<=data1;
			end
		end
		data1:begin
			SS<=0;
			SCK<=1;
			if(cnt_1us==1)begin
				buf_out<={buf_out[6:0],MISO};
			end
			cnt_1us<=cnt_1us+1;
			if(cnt_1us==49)begin
				cnt_1us<=0;
				buf_in<={buf_in[6:0],1'b0};
				state<=data2;
				i<=i+1;
				if(i==7)state<=end_state;
			end
		end
		data2:begin
			SS<=0;
			SCK<=0;
			cnt_1us<=cnt_1us+1;
			if(cnt_1us==49)begin
				cnt_1us<=0;
				state<=data1;
			end
		end
		end_state:begin
			SS<=1;
			SCK<=0;
			dout<=buf_out;
			valid<=1;
			state<=idle;
		end
	endcase
end
assign MOSI=buf_in[7];
endmodule
--- /design/flow/run.sh ---
#!/bin/bash
# OpenROAD 26Q1-2900-gdf79404cd8, Yosys 0.63+post, stock flow scripts
make -C /OpenROAD-flow-scripts/flow DESIGN_CONFIG=/design/flow/config.mk WORK_HOME=/design/flow/orfs finish
==> run_results.csv <==
group,metric,value,unit
power_and_ir_drop,vdd_ir_drop_max,0.0001301,V
clocking,cts_made_buffers,5,
power_and_ir_drop,p_per_area,289.5,nW/um2
placed_design,dpl.hpwl,1521,um
critical_path,cp_max_fo,13,
synth,yosys_warnings,1,
finish,area_growth,21.33,%
critical_path,start_kind,"register",
floorplan,die_h,66.31,um
drt,vias,852,
drt,antenna_left,0,
final_timing,hold_viol_final,0,
critical_path,cp.required,4.91,ns
final_timing,rsz0062_at_grt,"false",
synth,ys_seq_share,0.7201,
synth,edf_count,39,
placed_design,finalWeightedCongestion,0.8474,
critical_path,worstPathCellList,"nor3b_2, nor4b_2",
clocking,cts_tree,"done",
final_timing,timing.final.crit_period,2.509,ns
clocking,cts_buffer_depth,2,
floorplan,num_rows,23,
finish,drive_above_1_share,0.1163,
floorplan,die_area,4396,um2
clocking,clock_sinks,40,
grt,antenna_found_initial,0,
min_path,hp-class,"reg2reg",
final_timing,setup_viol,0,
final_timing,slew_headroom,0.4191,
drt,drcViolationCount,0,
floorplan,floorplan.core_util,0.4165,
drt,dr.pass1.iters,4,
clocking,cts_max_level,2,
final_timing,timing.hold.ws,0.4244,ns
final_timing,timing.fmax,398.5,MHz
grt,grt_usage,0.1183,
drt,diodes,0,
clocking,cts_root_buf,"clkbuf_8",
final_timing,setup_tns,0,ns
critical_path,critPathArrivalTime,2.42,ns
clocking,postCtsResizedCells,0,
power_and_ir_drop,power,0.5811,mW
finish,final_cells,179,
finish,most-common-layout-cells,"edfxtp_1 (39), clkdlybuf4s50_1 (23), nor2_1 (9), mux2_1 (7), clkbuf_8 (5)",
grt,grt_overflow,0,
finish,seq_area,1191,um2
power_and_ir_drop,p_leak,0.6610,nW
synth,ys.flops,40,
clocking,ctsHoldBuffers,0,
run,warning_count,26,
critical_path,crit_path_max_incr_delay,0.84,ns
final_timing,finalClockPeriodUsage,0.5018,
grt,grt_pass1_vias,799,
critical_path,endpoint_kind,"register",
floorplan,die_w,66.31,um
finish,fillers,334,
synth,ys_types,29,
final_timing,worst_slew_pin_slew,0.8690,ns
floorplan,io_pins,24,
run_status,outcome,"completed",
run,drv_cap,0,
synth,synthArstFlopShare,0,
drt,post_drt_wl_per_cell,12.20,um
synth,ys_chip_area,1654,um2
synth,yosys_cells,102,
final_timing,finalClockSkew,0.005393,ns
clocking,postCtsSetupBuffers,0,
grt,grt_pass1_wl,3657,um
synth,synthCells,102,
placed_design,dp_cells,171,
critical_path,r2r_slack,2.49,ns
clocking,clk_pin_slew,0.07,ns
drt,drt_iter0_drc,43,
critical_path,worstSetupPathType,"reg2reg",
synth,syn_area,1654,um2
placed_design,io_buffers,23,
drt,drt-total-wl,2184,um
critical_path,crit_slowest_cell,"nor4b_2",
finish,logic_area,430.4,um2
drt,routed_via_density,4.760,
floorplan,core,3971,um2
final_timing,drv_slew,0,
finish,final_common_cell,"edfxtp_1",
clocking,clock_latency,0.29,ns
synth,dominantRegCellSynth,"edfxtp_1",
grt,grt_start_max_net_pins,14,
synth,syn_avg_cell_area,16.22,um2
sequential cells by signal, summed over array words and instances (netlist names):
signal	cells
state	3
cnt_1us	6
SCK	1
buf_out	8
busy	1
dout	8
i	3
valid	1
SS	1
buf_in	8
cell type report:
cell class / instances / share of cell area
clock buffer: 7 / 0.03803
sequential: 40 / 0.5935
timing repair buffer: 23 / 0.1147
clock inverter: 1 / 0.002494
multi-input combinational: 55 / 0.2145
inverter: 3 / 0.005611
tap: 50 / 0.03117
cells by family (layout without fill, tap and decap cells):
family	count (synthesis)	in the layout	synth area share
flip-flops	40	40	0.7201
AND/OR/NAND/NOR	28	28	0.1044
AND-OR/OR-AND	11	11	0.04992
multiplexers	8	8	0.05447
buffers and inverters	7	34	0.01967
adder cells (fa/ha/maj)	4	4	0.03026
XOR/XNOR	4	4	0.02118
final timing paths:
check             depth (start not counted)                    to            startpoint
hold / removal                            0     dout[7]$_DFFE_PP_  buf_out[7]$_DFFE_PP_
setup reg to reg                          2  buf_out[2]$_DFFE_PP_    state[0]$_DFFE_PP_
hold reg to reg                           0     dout[7]$_DFFE_PP_  buf_out[7]$_DFFE_PP_
setup / recovery                          2  buf_out[2]$_DFFE_PP_    state[0]$_DFFE_PP_
through the flow:
| step | utilization | setup slack, ns | area (um2) |
|---|---|---|---|
| global placement | 0.4849 | 2.374 | 1926 |
| CTS | 0.5054 | 2.384 | 2007 |
| global route | 0.5054 | 2.226 | 2007 |
| detailed placement | 0.4849 | 2.363 | 1926 |
| finish | 0.5054 | 2.491 | 2007 |
| floorplan | - | 3.016 | 1654 |
power by group:
group,switching (mW),leakage [nW],internal [mW],total (mW)
registers,0.00168,0.373,0.366,0.368
clock network,0.100,0.0422,0.0978,0.198
logic,0.00436,0.245,0.0109,0.0152
total,0.106,0.661,0.475,0.581
synthesized netlist by cell type (2+ instances only):
master	number	area, um2
edfxtp_1	39	1171
nor2_1	9	33.78
mux2_1	7	78.83
a21oi_1	4	20.02
and2_1	4	25.02
ha_1	4	50.05
inv_1	3	11.26
nand3_1	3	15.01
o21ai_0	3	15.01
buf_2	2	10.01
nand2_1	2	7.510
nor2b_1	2	12.51
nor3b_2	2	25.02
xnor2_1	2	17.52
xor2_1	2	17.52
critical path: cells and delay by family, from the launching register on:
family,cells,cell delay (ns)
flip-flops,1,0.55
AND/OR/NAND/NOR,2,1.59
layer usage:
| layer | part of all wire | routed length [um] | global-route usage |
|---|---|---|---|
| met1 | 0.48 | 1048 | 0.1991 |
| met2 | 0.45 | 979 | 0.1684 |
| met3 | 0.048 | 105 | 0.03322 |
| met4 | 0.023 | 50 | 0.02128 |
| met5 | 0 | 0 | 0 |
Power figures rest on the tool's default switching activity, not on a simulated workload.
